==> flow/config.mk <==
export PLATFORM = sky130hd
export DESIGN_NAME = ball
export DESIGN_NICKNAME = ball
export VERILOG_FILES = /design/flow/design.v
export SDC_FILE = /design/flow/constraint.sdc
export NUM_CORES = 4
export LEC_CHECK = 1
export CORE_UTILIZATION = 40
==> flow/constraint.sdc <==
current_design ball

set clk_period 36.7
set clk_io_pct 0.2

create_clock -name clk0 -period $clk_period [get_ports {clk}]

set non_clock_inputs [all_inputs -no_clocks]
set_input_delay [expr $clk_period * $clk_io_pct] -clock clk0 $non_clock_inputs
set_output_delay [expr $clk_period * $clk_io_pct] -clock clk0 [all_outputs]
==> flow/design.v <==
`timescale 1ns / 1ps
module ball(
	input [9:0] paddle_x,
   	input reset,
   	input start,
   	input clk,
	input clk_50mh,
  	output [9:0] x_out,
   	output [9:0] y_out,
	output erase_enable,
	output [5:0] e_pos,
	output reg [2:0] play_sound1,
	output reg [1:0] active_data
   	);
	parameter
		SCREEN_W = 640,
		SCREEN_H = 480,
		BALL_SIZE = 7,
		BLOCK_SPACING_X = 10'd40,
		BLOCK_SPACING_Y = 10'd20,
		FIRST_ROW_Y = 10'd40,
		SECOND_ROW_Y = 10'd90,		
		THIRD_ROW_Y = 10'd140,
		FOURTH_ROW_Y = 10'd190,
		FIFTH_ROW_Y = 10'd240,
		BLOCK_WIDTH = 10'd80,
		BLOCK_HEIGHT = 10'd30;
	reg [9:0] ball_x;	
	reg [9:0] ball_y;
	reg signed [9:0] ball_dx;
	reg signed [9:0] ball_dy;
	assign x_out = ball_x;
	assign y_out = ball_y;
	reg erase_e;
	reg [5:0] erase_pos;
	reg [5:0] address;
	reg win;
	reg [1:0] active [24:0];
	reg [9:0] temp1;
	reg [9:0] temp2;
	reg [5:0] i;
	reg start_movement;
	assign e_pos = erase_pos;
	assign erase_enable = erase_e;
	always @ (posedge clk_50mh) begin
	end
	always @ (posedge clk) begin
		erase_e = 0;
		if(start)
			start_movement = 1;
		if(!start_movement)begin
			ball_x = paddle_x + BALL_SIZE + 10'd40;
		end
		if(start_movement)begin
			if((ball_x) <= 0 || ball_x >= SCREEN_W - BALL_SIZE)  
			begin
				ball_dx = ball_dx * -1;
			end
			if(ball_y <= 1)  
			begin
				play_sound1 = 3'b001;
				ball_dy = ball_dy * -1;
			end
			if(ball_y > SCREEN_H - BALL_SIZE)  
			begin
				play_sound1 = 3'b100;
				ball_dy = 0;
			end	
			address = address + 10'd1;
			if(address >= 10'd10)
				address = 10'd0;
				if (address<5) begin
					temp1 = FIRST_ROW_Y;	
					temp2 = BLOCK_SPACING_X + (BLOCK_WIDTH + BLOCK_SPACING_X) *address;			
				end
				else if (address < 10) begin
					temp1 = SECOND_ROW_Y;
					temp2 = BLOCK_SPACING_X + (BLOCK_WIDTH + BLOCK_SPACING_X) *(address-5);
				end
				if(active[address] < 3) begin
					if(
						(ball_y >= temp1  && ball_y <= (temp1 + BLOCK_HEIGHT) )  && 
						(( (ball_x + BALL_SIZE) >= (temp2) && (ball_x - BALL_SIZE) <= temp2 ) 
							||	
							( (ball_x + BALL_SIZE) >= (temp2 + BLOCK_WIDTH) && (ball_x - BALL_SIZE) <= (temp2 + BLOCK_WIDTH) )
							)
					) begin
						erase_e = 1;
						erase_pos = address;
						ball_dx = ball_dx * -1;
						active[address] = active[address] + 1;
						play_sound1 = active[address];
						active_data = active[address];
					end
					else if ( (ball_x >= temp2 && ball_x <= (temp2 + BLOCK_WIDTH)) && 
					(( (ball_y + BALL_SIZE) >= (temp1) && (ball_y - BALL_SIZE) <= temp1 ) || 
						( (ball_y + BALL_SIZE) >= (temp1 + BLOCK_HEIGHT) && (ball_y - BALL_SIZE) <= (temp1 + BLOCK_HEIGHT) )
					))
					begin
						erase_e = 1;
						erase_pos = address;
						ball_dy = ball_dy * -1;
						active[address] = active[address] + 1;
						play_sound1 = active[address];
						active_data = active[address];
					end
				end
				if (address<5) begin
					temp1 = THIRD_ROW_Y;	
					temp2 = BLOCK_SPACING_X + (BLOCK_WIDTH + BLOCK_SPACING_X) *(address);			
				end
				else if (address < 10) begin
					temp1 = FOURTH_ROW_Y;
					temp2 = BLOCK_SPACING_X + (BLOCK_WIDTH + BLOCK_SPACING_X) *(address-5);
				end
				if(active[address + 10'd10] < 3) begin
					if(
						(ball_y >= temp1  && ball_y <= (temp1 + BLOCK_HEIGHT) )  && 
						(( (ball_x + BALL_SIZE) >= (temp2) && (ball_x - BALL_SIZE) <= temp2 ) 
							||	
							( (ball_x + BALL_SIZE) >= (temp2 + BLOCK_WIDTH) && (ball_x - BALL_SIZE) <= (temp2 + BLOCK_WIDTH) )
							)
					) begin
						erase_e = 1;
						erase_pos = address + 10'd10;
						ball_dx = ball_dx * -1;
						active[address + 10'd10] = active[address + 10'd10] + 1;
						play_sound1 = active[address + 10'd10];
						active_data = active[address + 10'd10];
					end
					else if ( (ball_x >= temp2 && ball_x <= (temp2 + BLOCK_WIDTH)) && 
					(( (ball_y + BALL_SIZE) >= (temp1) && (ball_y - BALL_SIZE) <= temp1 ) || 
						( (ball_y + BALL_SIZE) >= (temp1 + BLOCK_HEIGHT) && (ball_y - BALL_SIZE) <= (temp1 + BLOCK_HEIGHT) )
					))
					begin
						erase_e = 1;
						erase_pos = address + 10'd10;
						ball_dy = ball_dy * -1;
						active[address + 10'd10] = active[address + 10'd10] + 1;
						play_sound1 = active[address + 10'd10];
						active_data = active[address + 10'd10];
					end
				end
			win = 1;
			for (i = 0; i < 20; i = i + 1) begin
					if (active[i] < 3)
						win = 0;
			end
			if( ball_dy > 0 && (ball_x > paddle_x && ball_x < (paddle_x + 100)) && ( ( (ball_y + BALL_SIZE) >= 10'd439 && (ball_y - BALL_SIZE) < 10'd440) ) )  
			begin
				ball_dy = ball_dy * -1;
				play_sound1 = 3'b100;
				if ((ball_x < paddle_x + 25 || ball_x > paddle_x + 75) && (ball_dx == 1 || ball_dx == -1)) begin
					ball_dx = ball_dx * 2;
				end
				else if (ball_dx == 2) begin
					ball_dx = 1;
				end
				else if (ball_dx == -2) begin
					ball_dx = -1;
				end
			end
			if (win) begin
				ball_dx = 10'd0;
				ball_dy = 10'd0;
			end
			ball_x = ball_x + ball_dx;
			ball_y = ball_y + ball_dy;
		end
		if(reset)begin
			ball_x = 10'd270;
			ball_y = 10'd440 - BALL_SIZE;
			ball_dx = -10'd1;
			ball_dy = -10'd1;
			start_movement = 0;
			for (i = 0; i < 20; i = i + 1) begin
				active[i] = 0;			
			end
		end
	end
endmodule
==> flow/run.sh <==
#!/bin/bash
# OpenROAD 26Q1-2900-gdf79404cd8, Yosys 0.63+post, stock flow scripts
make -C /OpenROAD-flow-scripts/flow DESIGN_CONFIG=/design/flow/config.mk WORK_HOME=/design/flow/orfs finish
==> run notes <==
flow finished, numbers: initial core utilization 0.405, max_slew headroom 0.367, Worst Clk Skew 11.1 ps, number of max-cap violations 0, Leakage 8.67 nW, worst min-delay path class flop to flop, data required time at the worst endpoint 37050 ps, H-tree depth 4, antenna viol nets, final 0, drt drc 0, Routed WL 68.4 mm, CTS Root Cell clkbuf_16, Crit. End Element flop, mux share 0.0297, first-pass GRT wire length 107 mm, flops out of synthesis 127, Adder Area Share 0.204, Top Layout Cells ha_1, nand2_1, nor2_1, yosys stat area 19300 sq um, Resized cells post-CTS 0, die height 222 microns, n_diodes 0, worst vdd ir 0.0611 mV, overall global routing resource usage 0.284, max incr delay on CP 710 ps, status completed, number of global-route vias before repair 18400, Power per Cell Area 80.4 nW/um^2, Critical Path Most Common Cell a21oi_1, Main logic family AND-OR/OR-AND gates, pin count of the biggest net entering global routing 58, Unique masters post-synth 103, family with the most delay on the worst path AND-OR/OR-AND gates, WP buf/inv 6, Avg Cell Area, Syn 7.53 sq um, DRT iter0 DRCs 1466, Synth Flop Type dfxtp_1, AND/OR/NAND/NOR Cells, Area Fraction 0.228, dpl hpwl 51.7 mm, Sum Neg Setup Slack 0 ps, number of cells in Yosys stat 2563, crit path launch type input port, fin crit period 20920 ps, # IOs 46, initial antenna violation count 1, final RePlAce weighted congestion 0.990, PortBufs 44, core area 47600 sq um, hold_buf cts 0, final cell count without fillers 3203, Mapped Cells 2563, clk sink count 127, Max Slew Vio Count 0, cts bufs inserted 17, Fin Hold WS 455 ps, fmax 47.8 MHz, Max Fanout on Critical Path 57, worst slew pin tran 941 ps, final setup vio count 0, Placed Cells 3171, P&R area growth vs syn 9.53%, Worst-path clk slew 60 ps, RSZ-0062 raised after global routing no, clk latency of the worst-skew pair 470 ps, count of library flops with an enable pin 37, grt total ovfl 0, ys async rst share 0, Synth Cell Area 19300 sq um, via-per-instance ratio 6.04, via count 19400, Setup Crit Path Kind input port to flop, final core occ 0.444, part of the cycle the worst path needs 0.570, xor+xnor area frac 0.0756, YS warnings 2, CTS tree built, wire length per cell 21.3 microns, setup bufs post-CTS 0, WP data arrival 21260 ps, Seq share, synth 0.151, Die X 222 microns, CP max-delay cell o31ai_2, total die size 49100 sq um, clock buffer depth 2, ao+oa area frac 0.264, DRT Pass-1 Iters 9, row cnt 80, Commonest Layout Cell ha_1, layout cell share with drive strength beyond 1 0.0630, OpenROAD warning count 64, Fin. Hold Viols 0
==> per-stage QoR <==
stage	worst slack (ps)	power, mW	instance area [sq um]
after floorplan	18940	1.14	19300
after global placement	15710	1.49	20500
after detailed placement	15580	1.50	20500
after CTS	16020	1.69	21100
after global routing	15080	1.86	21100
final	15780	1.70	21100
==> worst register-to-register path: cells and delay by family, from the launching register on <==
kind,cells,cell delay [ps]
adders and majority gates,8,2700
xor gates and xnor gates,6,1860
DFF,1,500
and+or+nand+nor,14,3300
AOI/OAI and AO/OA,28,7230
muxes,2,910
buffers and inverters,5,1120
==> layer usage <==
layer  vias to the layer above  routed length [microns]  global-route usage
met5                         -                       13                   0
met4                         2                     2510              0.0916
met3                       141                     3760              0.0407
met2                       576                    31000               0.455
met1                      9115                    31100               0.399
li1                       9520                        -                   -
==> logic make-up (layout without fill, tap and decap cells) <==
| logic type | count (synthesis) | in the layout |
|---|---|---|
| other cells | 2 | 8 |
| compound gates | 759 | 759 |
| flops | 127 | 127 |
| buf+inv | 236 | 255 |
| mux | 55 | 55 |
| simple gates | 916 | 916 |
| fa+ha+maj | 307 | 307 |
| xor+xnor | 161 | 161 |
==> where the power goes <==
group / internal [mW] / switching (mW)
clock: 0.101 / 0.0772
sequential: 0.184 / 0.0311
combinational: 0.516 / 0.790
==> path summary, 6_finish.rpt <==
kind	start	to	slack, ps	cells past startpoint
setup reg to reg	address[0]	ball_x[9]	18950	63
hold / removal	temp1[0]	flop	450	2
hold reg to reg	temp1[0]	flop	450	2
setup / recovery	start	ball_x[9]	15780	49
==> cells in the mapped netlist (all sizes together), types with 22 or more instances <==
| cell type | n | area share |
|---|---|---|
| ha | 295 | 0.19 |
| nand2 | 266 | 0.052 |
| nor2 | 244 | 0.048 |
| a21oi | 196 | 0.051 |
| o21ai | 154 | 0.040 |
| inv | 110 | 0.021 |
| xnor2 | 104 | 0.048 |
| clkbuf | 97 | 0.019 |
| dfxtp | 90 | 0.093 |
| nor3 | 74 | 0.019 |
| nand3 | 62 | 0.016 |
| xor2 | 54 | 0.025 |
| o21a | 43 | 0.017 |
| nand4 | 42 | 0.014 |
| mux2i | 40 | 0.021 |
| nor2b | 40 | 0.013 |
| a21o | 39 | 0.015 |
| edfxtp | 37 | 0.058 |
| a211oi | 36 | 0.014 |
| nand2b | 36 | 0.012 |
| o211ai | 31 | 0.012 |
| and2 | 29 | 0.0094 |
| and3 | 27 | 0.0088 |
| buf | 25 | 0.0062 |
| a31oi | 24 | 0.0078 |
| nor4 | 22 | 0.0071 |
==> sequential cells by signal, indices dropped and copies added, names as in the netlist, named ones only <==
signal / flops
play_sound1: 3
ball_dx: 10
active: 50
start_movement: 1
erase_e: 1
address: 6
ball_y: 10
erase_pos: 6
ball_dy: 10
temp1: 4
ball_x: 10
temp2: 10
active_data: 2
==> area by class of cell <==
class | instances | area, sq um
fillers | 4678 | 26500
multi-input cells | 2206 | 15500
flip-flops and latches | 127 | 2910
repair buffers | 109 | 923
well taps | 615 | 769
inverters | 114 | 435
clock buffers | 17 | 425
clock inverters | 15 | 159
Power figures rest on the tool's default switching activity, not on a simulated workload.
