==> flow/design.v <==
module clk_divider(
    input clk,
    output clk_d
);
    parameter 
		limit = 32'hbaa;  
	 reg [31:0] counter;
	 reg clk_buf;
	 assign clk_d = clk_buf;
    always @ (posedge clk) begin
        counter = counter + 1;
        if(counter == (limit / 2) ) begin
            clk_buf = !clk_buf;
            counter = 32'h0;
        end
    end
endmodule
==> flow/run.sh <==
#!/bin/bash
# OpenROAD 26Q1-2900-gdf79404cd8, Yosys 0.63+post, stock flow scripts
make -C /OpenROAD-flow-scripts/flow DESIGN_CONFIG=/design/flow/config.mk WORK_HOME=/design/flow/orfs finish
==> flow/config.mk <==
export PLATFORM = sky130hd
export DESIGN_NAME = clk_divider
export DESIGN_NICKNAME = clk_divider
export VERILOG_FILES = /design/flow/design.v
export SDC_FILE = /design/flow/constraint.sdc
export NUM_CORES = 4
export LEC_CHECK = 1
export CORE_AREA = 10 10 99 99
export DIE_AREA = 0 0 109 109
==> flow/constraint.sdc <==
current_design clk_divider

set clk_period 7.2
set clk_io_pct 0.2

create_clock -name clk0 -period $clk_period [get_ports {clk}]

set non_clock_inputs [all_inputs -no_clocks]
set_input_delay [expr $clk_period * $clk_io_pct] -clock clk0 $non_clock_inputs
set_output_delay [expr $clk_period * $clk_io_pct] -clock clk0 [all_outputs]
==> impl_metrics.csv <==
group,metric,value,unit
power_and_ir_drop,p_clk_share,42.4,%
drt,via_per_inst,5.075,
final_layout,fin_cells,332,
power_and_ir_drop,p_int,250.1,uW
worst_setup_path,critPathCaptureType,"flip-flop",
floorplanning,ioPinCount,2,
power_and_ir_drop,share_comb_of_total_power,0,%
clock_tree,h-tree-depth,2,
clock_tree,clockBufferDepth,2,
yosys,ys_chip_area,0.002034,mm2
sta,fin_skew,0.009356,ns
floorplanning,die_x,109,um
yosys,ys.warnings.count,1,
hold_path,hold_path_class,"reg2reg",
worst_setup_path,worst-path-buf-inv,0,
sta,fmax,329.4,MHz
yosys,ys.flops,33,
worst_setup_path,slowest_stage,"or4_1",
global_routing,use_met2,12.00,%
sta,fin_crit,3.036,ns
yosys,seq_area_frac_synth,32.96,%
sta,worstMarginPinSlew,0.7976,ns
power_and_ir_drop,total_power,318.0,uW
drt,wl_per_cell,13.42,um
yosys,postSynth.asyncResetShare,0,%
worst_setup_path,worst-path-max-fanout,10,
clock_tree,cts_made_buffers,5,
place,dp_cells,324,
sta,fin_crit_sh,42.17,%
sta,tns,0,ns
global_routing,met3_usage,2.151,%
yosys,area_leaders,"dfxtp_1 31%, xnor2_1 7.3%, nand4_1 4.6%",
floorplanning,chipHeight,109,um
clock_tree,cts_sinks,33,
global_routing,busiest_layer,"met2",
global_routing,grt_max_degree,13,
yosys,syn-instance-count,230,
power_and_ir_drop,p_seq_share,57.6,%
place,port_buffers,1,
global_routing,grt-ovfl-total,0,
yosys,syn_area,0.002034,mm2
yosys,synth-main-ff-cell,"dfxtp_1",
drt,diodes,0,
final_layout,drive_above_1_share,12.61,%
clock_tree,post-cts-setup-buffers,0,
yosys,synth_area_leader_cell,"dfxtp_1",
power_and_ir_drop,worst_ir_drop_vdd,0.00006737,V
yosys,top_cell_area_share,31.49,%
power_and_ir_drop,p_leak,0.0007350,uW
drt,wirelength,4.457,mm
clock_tree,cts_hold_buffers,0,
sta,slew_headroom,46.38,%
power_and_ir_drop,switching_power,67.88,uW
worst_setup_path,cp_slowest_stage_delay,0.53,ns
final_layout,area_growth_syn_to_layout,7.749,%
sta,final_hold_viol_count,0,
worst_setup_path,cpLargestDelayFamily,"simple AND/OR/NAND/NOR gates",
power_and_ir_drop,power_density,145.1,mW/mm2
drt,dr.pass1.iters,4,
worst_setup_path,cp_cell_sequence,"ha_1 > nand4_1 > nor2_1 > a31o_2 > nand4_1 > or4_1 > nor4_2",
drt,vias,1685,
floorplanning,design.core.area,0.007727,mm2
sta,setup_viol,0,
global_routing,track_usage,8.094,%
worst_setup_path,worstPathArrival,3.02,ns
clock_tree,cts.reportedPaths.clkPinSlew,0.07,ns
clock_tree,cts_tree,"yes",
clock_tree,cts_resized,0,
sta,slew_viol_final,0,
sta,rsz0062_at_grt,"false",
worst_setup_path,crit_type,"reg2reg",
global_routing,grt_pass1_wl,7.845,mm
drt,ant_nets,0,
floorplanning,fp_util,26.33,%
place,place.gp.congestion,0.8785,
global_routing,grt_pass1_vias,1598,
floorplanning,core.rowCount,32,
yosys,postSynthAreaPerCell,8.845,um2
clock_tree,cts_root_buf,"clkbuf_8",
worst_setup_path,worstPathRequired,7.18,ns
power_and_ir_drop,switching_share,21.34,%
yosys,ys_types,61,
worst_setup_path,start_kind,"flip-flop",
floorplanning,die_area,0.01188,mm2
job,cap_violations,0,
yosys,ys_cells,230,
clock_tree,worstSkewPairLatency,0.29,ns
outcome,status,"complete, no violations",
drt,drc,0,
global_routing,grtUsageMet1,11.93,%
job,warning_count,26,
worst_setup_path,crit_path_frequent_cell,"nand4_1",
drt,drt_iter0_drc,111,
global_routing,antenna_found_initial,0,
yosys,synth-edff-count,1,
final_layout,fillerInstances,799,
place,place_hpwl,3.337,mm
[metal layers]
metal  share of wire [%]  vias up  wire length, um
li1                    -      864                -
met1                  51      790             2288
met2                  43       27             1916
met3                 4.6        4              205
met4                 1.1        0               47
met5                   0        -                0
[kinds of logic after synthesis]
logic type,synth area share [%]
flops,32.96
compound gates,11.62
simple gates,36.84
buf+inv,4.735
mux,0.9840
xor+xnor,11.62
fa+ha+maj,1.230
[cell type report]
| cell class | instances | area [um2] | area share [%] |
|---|---|---|---|
| repair buffers | 2 | 17.52 | 0.7991 |
| clock inverters | 2 | 10.01 | 0.4566 |
| clock buffers | 6 | 72.57 | 3.311 |
| multi-input cells | 180 | 1267 | 57.82 |
| well taps | 102 | 127.6 | 5.822 |
| inverters | 7 | 26.28 | 1.199 |
| flip-flops and latches | 33 | 670.6 | 30.59 |
[cell usage after synthesis (4+ instances only)]
master	instances
and3_1	6
nand4_1	15
dfxtp_1	32
a31oi_1	10
nand2_1	21
nor3_1	9
xor2_1	10
o21ai_0	4
xnor2_1	17
nor2_1	12
nand3_1	14
inv_1	7
nor4_1	6
[power by group through the flow]
stage	Clock (uW)	Sequential, uW	Combinational, uW
finish	135	183	0.000421
global route	147	183	0.000421
CTS	139	183	0.000421
[worst paths after layout]
kind / from / endpoint / slack [ns] / cells after the start
max reg2reg: counter[0] / clk_buf / 4.16 / 7
max: counter[0] / clk_buf / 4.16 / 7
min reg2reg: counter[31] / counter[31] / 0.51 / 1
min: counter[31] / counter[31] / 0.51 / 1
[placed cells by master, fill, tap and decap left out, types with 2 or more instances in the layout]
master | netlist | layout
inv_1 | 7 | 7
xor2_1 | 10 | 10
dfxtp_1 | 32 | 32
and3_1 | 6 | 6
clkinv_2 | 0 | 2
a21oi_1 | 2 | 2
ha_1 | 2 | 2
nand2_1 | 21 | 21
nor4_2 | 2 | 2
nor2b_1 | 2 | 2
and4_1 | 3 | 3
nor4_1 | 6 | 6
o21ai_0 | 4 | 4
clkbuf_8 | 0 | 5
nor2_1 | 12 | 12
and2_1 | 2 | 2
nand3_1 | 14 | 14
mux2i_1 | 2 | 2
or4_4 | 2 | 2
or4_2 | 2 | 2
xnor2_1 | 17 | 17
nand3b_1 | 2 | 2
or4_1 | 2 | 2
nand4_1 | 15 | 15
o32ai_1 | 2 | 2
a31oi_1 | 10 | 10
nor3_1 | 9 | 9
[state kept, by name (all words and copies together) (netlist names)]
| name | cells |
|---|---|
| clk_buf | 1 |
| counter | 32 |
[stage by stage]
stage          setup slack (ns)  instance area, um2  hold WS [ns]  util, %
4_1_cts                   4.193                2192        0.5117    28.37
3_5_place_dp              4.202                2110        0.4978    27.30
2_1_floorplan             4.480                2034        0.4597        -
6_report                  4.164                2192        0.5128    28.37
5_1_grt                   3.923                2192        0.5416    28.37
3_3_place_gp              4.307                2110        0.4906    27.30
