$ cat ./constraint.sdc
current_design VGA

set clk_period 6.1
set clk_io_pct 0.2

create_clock -name clk0 -period $clk_period [get_ports {CLK_25MH}]
create_clock -name clk1 -period $clk_period [get_ports {CLK_50MH}]

set non_clock_inputs [all_inputs -no_clocks]
set_input_delay [expr $clk_period * $clk_io_pct] -clock clk0 $non_clock_inputs
set_output_delay [expr $clk_period * $clk_io_pct] -clock clk0 [all_outputs]
$ cat ./run.sh
#!/bin/bash
# OpenROAD 26Q1-2900-gdf79404cd8, Yosys 0.63+post, stock flow scripts
make -C /OpenROAD-flow-scripts/flow DESIGN_CONFIG=/design/flow/config.mk WORK_HOME=/design/flow/orfs finish
$ cat ./design.v
`timescale 1ns / 1ps
module VGA(
   input CLK_25MH,
	input CLK_50MH,
   output reg [5:0] RGB,
   output reg hsync,
   output reg vsync,
	output [9:0] hor_count,
	output [9:0] ver_count,
	input [2:0] rgb_in,
	input [9:0] paddle_pos,
	input [9:0] ball_x,
	input [9:0] ball_y,
	input reset,
	input active_write_enable,
	input [5:0] active_position,
	input [1:0] active_data
);
	parameter
		BALL_SIZE = 7,
		BLOCK_SPACING_X = 10'd40,
		BLOCK_WIDTH = 10'd80,
		BLOCK_HEIGHT = 10'd30,
		FIRST_ROW_Y = 10'd40,
		SECOND_ROW_Y = 10'd90,		
		THIRD_ROW_Y = 10'd140,
		FOURTH_ROW_Y = 10'd190,
		FIFTH_ROW_Y = 10'd240;
	reg [9:0] hcount;
	reg [9:0] vcount;
	assign hor_count = hcount;
	assign ver_count = vcount;
	reg [9:0] data_x [19:0];
	reg [9:0] data_y [19:0];
	reg [2:0] active [19:0];
	reg [4:0] i;
	reg [5:0] block_colors [24:0];
	always @ (posedge CLK_50MH) begin
		if(active_write_enable)
			active[active_position] = active_data;
		if (reset) begin
			for (i = 0; i < 20; i = i + 1) begin
				if(i < 5) begin
					data_x[i] = BLOCK_SPACING_X + (BLOCK_SPACING_X + BLOCK_WIDTH) * i;
					data_y[i] = FIRST_ROW_Y;
					block_colors[i] = 6'b001001;
					active[i] = 0;
				end
				else if (i < 10) begin
					data_x[i] = BLOCK_SPACING_X + ((BLOCK_SPACING_X + BLOCK_WIDTH) * (i-5));
					data_y[i] = SECOND_ROW_Y;					
					block_colors[i] = 6'b110101;
					active[i] = 0;
				end
				else if (i < 15) begin
					data_x[i] = BLOCK_SPACING_X + ((BLOCK_SPACING_X + BLOCK_WIDTH) * (i-10));
					data_y[i] = THIRD_ROW_Y;					
					block_colors[i] = 6'b011111;
					active[i] = 0;
				end
				else if (i < 20) begin
					data_x[i] = BLOCK_SPACING_X + ((BLOCK_SPACING_X + BLOCK_WIDTH) * (i-15));
					data_y[i] = FOURTH_ROW_Y;					
					block_colors[i] = 6'b100101;
					active[i] = 0;
				end
				else if (i < 25) begin
					data_x[i] = BLOCK_SPACING_X + ((BLOCK_SPACING_X + BLOCK_WIDTH) * (i-20));
					data_y[i] = FIFTH_ROW_Y;					
					block_colors[i] = 6'b000010;
					active[i] = 0;
				end
			end
		end
	end
    always @ ( posedge CLK_25MH)
    begin 
      if (hcount == 799) begin
            hcount = 0;
            if (vcount == 524) begin
                vcount = 0;
				end
            else begin
                vcount = vcount + 1;
            end
			end
        else begin
            hcount = hcount + 1;
        end
        if (vcount >= 490 && vcount < 492) begin
            vsync = 0;
        end
        else begin
            vsync = 1;
        end
        if (hcount >= 656 && hcount < 752) begin
            hsync = 0;
        end
        else begin
            hsync = 1;
        end
        if (hcount < 640 && vcount < 480) begin
            RGB = 6'b000; 
        		if(vcount >= ball_y && vcount <= (ball_y + BALL_SIZE) 
        			&& hcount >= ball_x && hcount <= (ball_x + BALL_SIZE) )
        			RGB = 6'b111000; 
				if(vcount > 440 && vcount < 450 && 
					hcount > paddle_pos && hcount < paddle_pos + 100)begin 
					RGB = 6'b100001; 
				end
				else begin
				for (i = 0; i < 20; i = i + 1) begin
						if(active[i] != 2'b11 && (vcount >= data_y[i] && vcount <= (data_y[i] + BLOCK_HEIGHT)) 
							&& hcount >= data_x[i] && hcount <= (data_x[i] + BLOCK_WIDTH))
						begin
							RGB = block_colors[i] + active[i] + 6'b000001;
						end
				end
				end
        end
        else begin
            RGB = 6'b000;
        end
    end
endmodule
$ cat ./config.mk
export PLATFORM = sky130hd
export DESIGN_NAME = VGA
export DESIGN_NICKNAME = VGA
export VERILOG_FILES = /design/flow/design.v
export SDC_FILE = /design/flow/constraint.sdc
export NUM_CORES = 4
export LEC_CHECK = 1
export CORE_UTILIZATION = 50
==> out/highlights.md <==
## Run status
- **run status** complete, no violations

## Hold path
- **path class of the lowest-slack min-delay path** register to register

## STA
- **setup TNS after final layout** 0 ns
- **Max Clock Skew** 0.00389 ns
- **final hold violation count** 0
- **fin. max-slew vios** 0
- **worst-case hold slack** 0.485 ns
- **unrepaired setup endpoints after global routing** false
- **Slew headroom** 0.439
- **final setup fails** 0
- **transition time at the pin with the least slew margin** 0.838 ns

## Finish
- **P&R area growth vs syn** 16.8%
- **fraction of layout instances using a drive strength above 1** 0.0594
- **post-layout util** 0.602

## Setup path
- **Most common cell on crit path** sky130_fd_sc_hd__ha_1
- **origin of the critical flop-to-flop path** hcount[0]$_DFF_P_
- **Register-to-Register Setup Slack** 1.37 ns
- **Worst R2R Path Depth** 15
- **CP Capture Type** register
- **standard cell with the maximum stage delay on the critical path** sky130_fd_sc_hd__dfxtp_1
- **crit-path cells** ha_1, and4_1, nand3_1, nand2_1, inv_1, ha_1, a2111oi_0, o21ai_0, a31o_2, a21oi_1, o31ai_1, a211o_1, a311o_1, a221oi_2, o2bb2ai_1
- **critical path data required time** 6.31 ns
- **destination of the worst register-to-register timing path** RGB[3]$_SDFF_PP0_
- **CP Launch Type** register
- **highest cell delay on the worst timing path** 0.53 ns
- **launch point of the worst path** hcount[0]$_DFF_P_
- **Worst Path Class, Setup** register to register
- **Worst Setup EP** RGB[3]$_SDFF_PP0_
- **worst endpoint data arrival time** 4.94 ns
- **crit path max fanout** 12

## Die
- **overall chip area** 12900 sq um
- **vertical extent of the die** 114 um
- **Pre-Place Util** 0.515
- **placeable core area** 12100 sq um
- **num ports** 73
- **Cell Rows** 40
- **die span in x** 114 um

## Power
- **power per standard cell area** 141 nW/um^2
- **LEAKAGE** 2.75 nW
- **PnR Total Power** 0.00102 W
- **fraction of power consumed by sequential logic** 0.437
- **Internal Dissipation** 0.000797 W
- **peak supply drop** 198 uV
- **net switching power of the design** 0.000228 W
- **portion of total power attributed to combinational logic** 0.116
- **power share of the clock group** 0.447
- **share of total power consumed by net switching** 0.222

## Drt
- **antenna cell count** 0
- **via count** 6317
- **total detailed-routing wirelength** 16800 um
- **number of nets still failing antenna checks after routing** 0
- **per-cell via count in the routed design** 6.05
- **Initial DRT Pass Iterations** 7
- **wire length per cell** 16.1 um
- **# DRC** 0
- **DRC marker count from the first detailed-route iteration** 558

## Yosys
- **mapped cell area** 6220 sq um
- **register area share after synthesis** 0.219
- **Syn. warnings** 4
- **Synth Instances** 824
- **number of cells in Yosys stat** 824
- **flip-flop cell with the highest count after synthesis** sky130_fd_sc_hd__dfxtp_1
- **most frequent cell after synthesis** sky130_fd_sc_hd__nand2_1
- **share of the synthesized area in the top cell type** 0.219
- **Post-synth area hogs** sky130_fd_sc_hd__dfxtp_1 (22%), sky130_fd_sc_hd__ha_1 (13%), sky130_fd_sc_hd__nand2_1 (6.2%), sky130_fd_sc_hd__a21oi_1 (5.5%), sky130_fd_sc_hd__nand3_1 (4.3%)
- **share of async-settable or async-resettable flops after synthesis** 0
- **post-synth tally of flip-flops with integrated enable** 0
- **synthesis area per yosys** 6220 sq um
- **largest area contributor in the netlist** sky130_fd_sc_hd__dfxtp_1
- **distinct cell type count after synthesis** 83
- **#FFs+latches synth** 68
- **Post-Synthesis Mean Instance Area** 7.54 sq um
- **leading post-synthesis cells by instance count** sky130_fd_sc_hd__nand2_1 (103), sky130_fd_sc_hd__a21oi_1 (68), sky130_fd_sc_hd__dfxtp_1 (68)

## Global route
- **busiest layer in global routing** met2
- **total global routing track utilization** 0.274
- **global-route wire length before repair** 27900 um
- **global-route met1 utilization** 0.411
- **largest net degree at the start of global routing** 41
- **GR Overflow Total** 0
- **initial antenna violation count** 0
- **number of global-route vias before repair** 5665
- **met3 demand-to-capacity share in global routing** 0.0363
- **Global Route met2 Usage** 0.430

## Clock network
- **CTS Sinks** 68
- **post-cts repair resize count** 0
- **hold buffer count at cts** 0
- **clock tree from TritonCTS** built
- **clock-pin slew reported for the worst setup and hold paths after clock tree synthesis** 0.07 ns
- **# Post-CTS Setup Buffers** 0

## Placed design
- **Port-buffer cells** 67
- **Detailed Place HPWL** 13100 um
- **final weighted congestion of routability-driven global placement** 0.951

## Job
- **warning total across the stage logs** 37
- **number of maximum-capacitance violations** 0

==> worst max-delay path, delay by kind of cell, from the launching register on <==
family | cells | cell delay, ns
and+or+nand+nor | 3 | 1.08
DFF | 1 | 0.53
AOI/OAI and AO/OA | 9 | 2.08
buffers and inverters | 1 | 0.17
adders and majority gates | 2 | 0.80
==> metrics by stage <==
step	cell area [sq um]	cells	setup WS, ns
floorplan	6220	824	2.23
global placement	7010	1032	1.50
detailed placement	7010	1032	1.45
CTS	7260	1044	1.46
global route	7260	1044	0.934
finish	7260	1044	1.37
==> cell usage in the layout (no fill, tap or decap), drive strengths merged, types with 6 or more instances in the layout <==
cell type	netlist	final
and3	9	9
ha	63	63
nand4	18	18
clkbuf	31	10
xor2	6	6
or3	7	7
nor4	7	7
nand3	55	55
nand2b	11	11
nand2	103	103
xnor2	30	30
a31oi	6	6
mux2i	9	9
or2	6	6
o22ai	13	13
and2	11	11
dfxtp	68	68
buf	9	13
o21ai	29	29
clkdlybuf4s50	0	67
nor3b	7	7
a21oi	68	68
a211oi	10	10
nor2b	7	7
a21o	10	10
inv	49	49
or4	8	8
nor3	21	21
o31ai	8	8
o21a	10	10
nor2	52	52
==> flip-flops by register name, indices dropped and copies added (netlist names) <==
signal	count
hcount	10
vcount	10
vsync	1
hsync	1
active	40
RGB	6
==> worst min-delay path by stage <==
stage / start / endpoint / slack [ns] / cells past startpoint
CTS: active[10][0]$_SDFFE_PP0P_ / active[10][0]$_SDFFE_PP0P_ / 0.48 / 2
global route: active[4][1]$_SDFFE_PP0P_ / active[4][1]$_SDFFE_PP0P_ / 0.50 / 2
finish: active[4][1]$_SDFFE_PP0P_ / active[4][1]$_SDFFE_PP0P_ / 0.48 / 2
==> per-layer routing <==
metal  part of all wire  wire length (um)  vias to the layer above
li1                   -                 -                     3138
met1               0.48              8120                     2918
met2               0.44              7360                      237
met3              0.059              1000                       24
met4              0.020               340                        0
met5                  0                 0                        -
==> power groups by stage <==
stage | Combinational, W | Sequential, W | Clock, W
finish | 0.000119 | 0.000448 | 0.000458
global route | 0.000134 | 0.000448 | 0.000483
CTS | 0.000119 | 0.000448 | 0.000463
==> cell type report <==
class | count | area (sq um)
Multi-Input combinational cell | 667 | 4480
Tap cell | 168 | 210
Clock buffer | 10 | 218
Timing Repair Buffer | 80 | 768
Clock inverter | 2 | 35.0
Sequential cell | 68 | 1360
Inverter | 49 | 184
Fill cell | 1079 | 4800
==> cell families after synthesis <==
group                    synth area share
multiplexers                       0.0163
XOR/XNOR                           0.0519
buffers and inverters              0.0596
AND-OR/OR-AND                       0.235
flip-flops                          0.219
adder cells (fa/ha/maj)             0.127
AND/OR/NAND/NOR                     0.292
No activity file was given, so power comes from the tool's default toggle rates.
